## ./config.mk

```make
export PLATFORM = sky130hd
export DESIGN_NAME = AU_int_log2
export DESIGN_NICKNAME = AU_int_log2
export VERILOG_FILES = /design/flow/design.v
export SDC_FILE = /design/flow/constraint.sdc
export NUM_CORES = 4
export LEC_CHECK = 1
export CORE_AREA = 10 10 70 70
export DIE_AREA = 0 0 80 80
```

## ./constraint.sdc

```tcl
current_design AU_int_log2

set clk_period 1.0
set clk_io_pct 0.2

create_clock -name clk0 -period $clk_period

set non_clock_inputs [all_inputs -no_clocks]
set_input_delay [expr $clk_period * $clk_io_pct] -clock clk0 $non_clock_inputs
set_output_delay [expr $clk_period * $clk_io_pct] -clock clk0 [all_outputs]
```

## ./design.v

```verilog
module AU_encode #(
    parameter integer WIDTH = 8   
) (
    input  [        WIDTH-1:0] a,   
    output [clogb2(WIDTH)-1:0] z    
);
    function integer clogb2(input integer value);
        begin
            value = value - 1;
            for (clogb2 = 0; value > 0; clogb2 = clogb2 + 1) value = value >> 1;
            if (clogb2 < 1) clogb2 = 1;
        end
    endfunction
    generate
        localparam integer N = WIDTH;
        localparam integer M = clogb2(WIDTH);
        genvar l;
        for (l = 1; l <= M; l = l + 1) begin : g_bits
            reg zv;
            integer k, i;
            always @(*) begin
                zv = 1'b0;
                for (k = 0; k <= 2 ** (M - l) - 1; k = k + 1) begin
                    for (i = 0; i <= 2 ** (l - 1) - 1; i = i + 1) begin
                        if (k * 2 ** l + 2 ** (l - 1) + i < N) begin
                            zv = zv | a[k * 2 ** l + 2 ** (l - 1) + i];
                        end
                    end
                end
            end
            assign z[l - 1] = zv;
        end
    endgenerate
endmodule
module AU_int_log2 #(
    parameter integer WIDTH = 8,   
    parameter integer ARCH  = 0    
) (
    input  [        WIDTH-1:0] a,   
    output [clogb2(WIDTH)-1:0] z    
);
    function integer clogb2(input integer value);
        begin
            value = value - 1;
            for (clogb2 = 0; value > 0; clogb2 = clogb2 + 1) value = value >> 1;
            if (clogb2 < 1) clogb2 = 1;
        end
    endfunction
    wire [WIDTH-1:0] zt;
    AU_lead_zero_det #(
        .WIDTH(WIDTH),
        .ARCH (ARCH)
    ) u_AU_lead_zero_det (
        .a     (a),
        .z     (zt),
        .no_det()
    );
    AU_encode #(
        .WIDTH(WIDTH)
    ) u_AU_encode (
        .a(zt),
        .z(z)
    );
endmodule
module AU_lead_zero_det #(
    parameter integer WIDTH = 8,   
    parameter integer ARCH  = 0    
) (
    input  [WIDTH-1:0] a,       
    output [WIDTH-1:0] z,       
    output             no_det   
);
    generate
        genvar i;
        wire [WIDTH-1:0] pi;
        wire [WIDTH-1:0] pit;
        wire [WIDTH-1:0] pot;
        wire [WIDTH-1:0] po;
        assign pi = ~a;
        for (i = 0; i <= WIDTH - 1; i = i + 1) begin : g_rev_pi
            assign pit[i] = pi[WIDTH - 1 - i];
        end
        AU_prefix_and #(
            .WIDTH(WIDTH),
            .ARCH (ARCH)
        ) u_AU_prefix_and (
            .pi(pit),
            .po(pot)
        );
        for (i = 0; i <= WIDTH - 1; i = i + 1) begin : g_rev_po
            assign po[i] = pot[WIDTH - 1 - i];
        end
        assign z[WIDTH - 1] = a[WIDTH - 1];
        if (WIDTH >= 2) begin : g_z
            assign z[WIDTH - 2 : 0] = po[WIDTH - 1 : 1] & a[WIDTH - 2 : 0];
        end
        assign no_det = po[0];
    endgenerate
endmodule
module AU_prefix_and #(
    parameter integer WIDTH = 8,   
    parameter integer ARCH  = 0    
) (
    input  [WIDTH-1:0] pi,   
    output [WIDTH-1:0] po    
);
    function integer clogb2(input integer value);
        begin
            value = value - 1;
            for (clogb2 = 0; value > 0; clogb2 = clogb2 + 1) value = value >> 1;
            if (clogb2 < 1) clogb2 = 1;
        end
    endfunction
    generate
        if (ARCH == 0) begin : g_ser
            genvar i;
            wire [WIDTH-1:0] pt;
            assign pt[0] = pi[0];
            for (i = 1; i <= WIDTH - 1; i = i + 1) begin : g_bits
                assign pt[i] = pi[i] & pt[i - 1];
            end
            assign po = pt;
        end
        if (ARCH == 1) begin : g_bk
            localparam integer N = WIDTH;
            localparam integer M = clogb2(WIDTH);
            genvar l, k, i;
            wire [N-1:0] pt[0:2*M-1];
            assign pt[0] = pi;
            for (l = 1; l <= M; l = l + 1) begin : g_levels1
                for (k = 0; k <= 2 ** (M - l) - 1; k = k + 1) begin : g_groups
                    for (i = 0; i <= 2 ** l - 2; i = i + 1) begin : g_bits
                        if (k * 2 ** l + i < N) begin : g_white
                            assign pt[l][k * 2 ** l + i] = pt[l - 1][k * 2 ** l + i];
                        end
                    end
                    if (k * 2 ** l + 2 ** l - 1 < N) begin : g_black
                        assign pt[l][k * 2 ** l + 2 ** l - 1] =
                            pt[l - 1][k * 2 ** l + 2 ** l - 1] &
                            pt[l - 1][k * 2 ** l + 2 ** (l - 1) - 1];
                    end
                end
            end
            for (l = M + 1; l <= 2 * M - 1; l = l + 1) begin : g_levels2
                for (i = 0; i <= 2 ** (2 * M - l) - 1; i = i + 1) begin : g_bits
                    if (i < N) begin : g_white
                        assign pt[l][i] = pt[l - 1][i];
                    end
                end
                for (k = 1; k <= 2 ** (l - M) - 1; k = k + 1) begin : g_groups
                    if (l < 2 * M - 1) begin : g_empty
                        for (i = 0; i <= 2 ** (2 * M - l - 1) - 2; i = i + 1) begin : g_bits
                            if (k * 2 ** (2 * M - l) + i < N) begin : g_white
                                assign pt[l][k * 2 ** (2 * M - l) + i] = pt[l - 1][k * 2 ** (2 * M - l) + i];
                            end
                        end
                    end
                    if (k * 2 ** (2 * M - l) + 2 ** (2 * M - l - 1) - 1 < N) begin : g_black
                        assign pt[l][k * 2 ** (2 * M - l) + 2 ** (2 * M - l - 1) - 1] =
                            pt[l - 1][k * 2 ** (2 * M - l) + 2 ** (2 * M - l - 1) - 1] &
                            pt[l - 1][k * 2 ** (2 * M - l) - 1];
                    end
                    for (i = 2 ** (2 * M - l - 1); i <= 2 ** (2 * M - l) - 1; i = i + 1) begin : g_bits
                        if (k * 2 ** (2 * M - l) + i < N) begin : g_white
                            assign pt[l][k * 2 ** (2 * M - l) + i] = pt[l - 1][k * 2 ** (2 * M - l) + i];
                        end
                    end
                end
            end
            assign po = pt[2*M-1];
        end
        if (ARCH == 2) begin : g_sk
            localparam integer N = WIDTH;
            localparam integer M = clogb2(WIDTH);
            genvar l, k, i;
            wire [N-1:0] pt[0:M];
            assign pt[0] = pi;
            for (l = 1; l <= M; l = l + 1) begin : g_levels
                for (k = 0; k <= 2 ** (M - l) - 1; k = k + 1) begin : g_groups
                    for (i = 0; i <= 2 ** (l - 1) - 1; i = i + 1) begin : g_bits
                        if (k * 2 ** l + i < N) begin : g_white
                            assign pt[l][k * 2 ** l + i] = pt[l - 1][k * 2 ** l + i];
                        end
                        if (k * 2 ** l + 2 ** (l - 1) + i < N) begin : g_black
                            assign pt[l][k * 2 ** l + 2 ** (l - 1) + i] =
                                pt[l - 1][k * 2 ** l + 2 ** (l - 1) + i] &
                                pt[l - 1][k * 2 ** l + 2 ** (l - 1) - 1];
                        end
                    end
                end
            end
            assign po = pt[M];
        end
    endgenerate
endmodule
```

## ./run.sh

```bash
#!/bin/bash
# OpenROAD 26Q1-2900-gdf79404cd8, Yosys 0.63+post, stock flow scripts
make -C /OpenROAD-flow-scripts/flow DESIGN_CONFIG=/design/flow/config.mk WORK_HOME=/design/flow/orfs finish
```

==> out/qor.yml <==
tool_warnings: 33
syn_area_um2: 67.6
yosysCellCount: 13
worst-path-max-fanout: 2
cp.arrival_ps: 770
drt_wl_total_um: 339
pin_count: 11
cp_cell_sequence: "dlygate4sd2_1 -> nor2_1 -> nand2_1 -> buf_2"
grt_max_degree: 4
dr.pass1.iters: 4
maxSlewHeadroom_pct: 87.1
initCoreUtil_pct: 1.98
cp-end-kind: "output pin"
crit_buf_inv: 2
cp_top_family: "buffers and inverters"
num_antenna_cells: 0
switching_share_pct: 42.7
numPortBuffers: 10
max_stage_delay_ps: 240
setup_viol: 0
required_ps: 800
dp_hpwl_um: 253
grt_usage_pct: 0.970
switching_power_uw: 18.9
power.total_uw: 44.2
postSynthSeqShare_pct: 0
cap_violations: 0
flops: 0
ant_nets: 0
hold_viol: 0
critPathLaunchType: "primary input"
ys_types: 8
first_global_vias: 115
synthCells: 13
worst_pin_slew_ps: 192
fp.dieH_um: 80
period_minus_slack_ps: 975
grt_overflow: 0
clock_buffers: 0
rsz0062_at_grt: "no"
fmax_mhz: 1030
dr_total_vias: 121
drive_gt1_share_pct: 63.6
slowest_stage: "dlygate4sd2_1"
p_comb_share_pct: 100.0
dp_cells: 66
ys_chip_area_um2: 67.6
clkPwrFrac_pct: 0
post-route-period-util_pct: 97.5
grt_first_pass_wirelength_um: 545
detail_route.wl_per_cell_um: 4.99
holdCritPathClass: "in2out"
slew_viol_final: 0
dpl-instance-area_um2: 203
antenna_found_initial: 0
leakage_uw: 0.0000698
internal-power_uw: 25.3
final_cells: 68
drtIter0Drc: 6
seqPwrFrac_pct: 0
powerDensity_nw_per_um2: 247
row_count: 21
outcome: "completed"
syn_avg_cell_area_um2: 5.20
ir_drop_mv: 0.0248
flop_area_um2: 0
synthToLayoutAreaGrowth_pct: 165
drc_errors: 0
vias_per_cell: 1.78
postLayoutCellArea_um2: 179
gp_congestion: 0.789
chipArea_um2: 6400
die_w_um: 80
criticalPathCategory: "in2out"
yosys_warnings: 1
coreArea_um2: 3420
-- through the flow --
step                util (%)  TNS (ps)  setup slack, ps  hold slack (ps)
floorplan                  -         0              231              549
CTS                     5.68         0             11.1              661
global placement        5.93     -1640             -601             1350
finish                  5.24         0             25.4              670
global route            5.24         0             4.28              687
detailed placement      5.93     -1710             -630             1360
-- layout make-up --
class | count | area [um2]
fill | 412 | 3240
timing repair buffer | 12 | 68.8
tap | 46 | 57.6
multi-input combinational | 8 | 43.8
inverter | 2 | 8.76
-- layer usage --
metal	GRT usage, %	vias up	wire length (um)	share of wire, %
met4	0	0	0	0
met5	0	-	0	0
met3	0.455	0	82	24
met2	1.04	10	79	23
met1	1.65	52	177	52
li1	-	59	-	-
-- power by group through the flow --
stage | Combinational (uW) | Sequential, uW | Clock [uW]
4_1_cts | 46.5 | 0 | 0
5_1_grt | 49.4 | 0 | 0
6_report | 44.2 | 0 | 0
-- synthesized netlist by cell type --
cell      instances  area share [%]
nor2_1            2              11
a21oi_1           2              15
inv_1             1             5.6
o21ai_0           1             7.4
o31ai_1           1              11
nand2_1           2              11
clkinv_1          1             5.6
buf_4             3              33
-- placed cells by master, fill, tap and decap left out --
cell	n
nand2_1	2
o21ai_1	1
a21oi_2	1
clkbuf_2	3
inv_1	1
nor2_2	1
clkinv_2	1
o31ai_1	1
buf_4	2
dlygate4sd2_1	1
a21oi_1	1
nor2_1	1
buf_2	6
-- path summary, 6_finish.rpt --
check	startpoint	endpoint	cells past startpoint
setup / recovery	a[7]	z[1]	4
hold / removal	a[4]	z[0]	3
-- cell families (layout without fill, tap and decap cells) --
| family | count (synthesis) | after routing | share of synthesized area, % |
|---|---|---|---|
| buffers and inverters | 5 | 14 | 44.4 |
| AND/OR/NAND/NOR | 4 | 4 | 22.2 |
| AND-OR/OR-AND | 4 | 4 | 33.3 |
-- worst min-delay path, delay by kind of cell --
kind	cells	cell delay, ps
AOI/OAI and AO/OA	1	70
buffers and inverters	2	210
-- timing repair --
| action | CTS | global route |
|---|---|---|
| hold buffers | 0 | 0 |
| resized | 32 | 3 |
| setup buffers | 3 | 0 |
| pin swaps | 5 | 1 |
| endpoints found under the setup margin | 3 | 1 |
Power is estimated from default activity; no workload was simulated.
