### /design/flow/design.v
module AU_add_cfast #(
    parameter integer WIDTH = 8,   
    parameter integer ARCH  = 0    
) (
    input  [WIDTH-1:0] a,    
    input  [WIDTH-1:0] b,    
    input              ci,   
    output [WIDTH-1:0] s,    
    output             co    
);
    generate
        wire [WIDTH-1:0] gi;
        wire [WIDTH-1:0] pi;
        wire [WIDTH-1:0] pt;
        wire [WIDTH-1:0] got;
        wire [WIDTH-1:0] pot;
        wire [WIDTH-1:0] go;
        assign gi = a & b;
        assign pi = a | b;
        assign pt = (~gi) & pi;
        if (WIDTH == 1) begin : g_s_1
            assign s = pt ^ ci;
            assign co = gi | (pi & ci);
        end else begin : g_s_2
            AU_prefix_and_or #(
                .WIDTH(WIDTH),
                .ARCH (ARCH)
            ) u_AU_prefix_and_or (
                .gi(gi),
                .pi(pi),
                .go(got),
                .po(pot)
            );
            assign go = got | (pot & {WIDTH{ci}});
            assign s = pt ^ {go[WIDTH - 2 : 0], ci};
            assign co = go[WIDTH - 1];
        end
    endgenerate
endmodule
module AU_prefix_and_or #(
    parameter integer WIDTH = 8,   
    parameter integer ARCH  = 0    
) (
    input  [WIDTH-1:0] gi,   
    input  [WIDTH-1:0] pi,   
    output [WIDTH-1:0] go,   
    output [WIDTH-1:0] po    
);
    function integer clogb2(input integer value);
        begin
            value = value - 1;
            for (clogb2 = 0; value > 0; clogb2 = clogb2 + 1) value = value >> 1;
            if (clogb2 < 1) clogb2 = 1;
        end
    endfunction
    generate
        if (ARCH == 0) begin : g_ser
            genvar i;
            wire [WIDTH-1:0] gt;
            wire [WIDTH-1:0] pt;
            assign gt[0] = gi[0];
            assign pt[0] = pi[0];
            for (i = 1; i <= WIDTH - 1; i = i + 1) begin : g_bits
                assign gt[i] = gi[i] | (pi[i] & gt[i - 1]);
                assign pt[i] = pi[i] & pt[i - 1];
            end
            assign go = gt;
            assign po = pt;
        end
        if (ARCH == 1) begin : g_bk
            localparam integer N = WIDTH;
            localparam integer M = clogb2(WIDTH);
            genvar l, k, i;
            wire [N-1:0] gt[0:2*M-1];
            wire [N-1:0] pt[0:2*M-1];
            assign gt[0] = gi;
            assign pt[0] = pi;
            for (l = 1; l <= M; l = l + 1) begin : g_levels1
                for (k = 0; k <= 2 ** (M - l) - 1; k = k + 1) begin : g_groups
                    for (i = 0; i <= 2 ** l - 2; i = i + 1) begin : g_bits
                        if (k * 2 ** l + i < N) begin : g_white
                            assign gt[l][k * 2 ** l + i] = gt[l - 1][k * 2 ** l + i];
                            assign pt[l][k * 2 ** l + i] = pt[l - 1][k * 2 ** l + i];
                        end
                    end
                    if (k * 2 ** l + 2 ** l - 1 < N) begin : g_black
                        assign gt[l][k * 2 ** l + 2 ** l - 1] =
                            gt[l - 1][k * 2 ** l + 2 ** l - 1] |
                            (pt[l - 1][k * 2 ** l + 2 ** l - 1] &
                            gt[l - 1][k * 2 ** l + 2 ** (l - 1) - 1]);
                        assign pt[l][k * 2 ** l + 2 ** l - 1] =
                            pt[l - 1][k * 2 ** l + 2 ** l - 1] &
                            pt[l - 1][k * 2 ** l + 2 ** (l - 1) - 1];
                    end
                end
            end
            for (l = M + 1; l <= 2 * M - 1; l = l + 1) begin : g_levels2
                for (i = 0; i <= 2 ** (2 * M - l) - 1; i = i + 1) begin : g_bits
                    if (i < N) begin : g_white
                        assign gt[l][i] = gt[l - 1][i];
                        assign pt[l][i] = pt[l - 1][i];
                    end
                end
                for (k = 1; k <= 2 ** (l - M) - 1; k = k + 1) begin : g_groups
                    if (l < 2 * M - 1) begin : g_empty
                        for (i = 0; i <= 2 ** (2 * M - l - 1) - 2; i = i + 1) begin : g_bits
                            if (k * 2 ** (2 * M - l) + i < N) begin : g_white
                                assign gt[l][k * 2 ** (2 * M - l) + i] = gt[l - 1][k * 2 ** (2 * M - l) + i];
                                assign pt[l][k * 2 ** (2 * M - l) + i] = pt[l - 1][k * 2 ** (2 * M - l) + i];
                            end
                        end
                    end
                    if (k * 2 ** (2 * M - l) + 2 ** (2 * M - l - 1) - 1 < N) begin : g_black
                        assign gt[l][k * 2 ** (2 * M - l) + 2 ** (2 * M - l - 1) - 1] =
                            gt[l - 1][k * 2 ** (2 * M - l) + 2 ** (2 * M - l - 1) - 1] |
                            (pt[l - 1][k * 2 ** (2 * M - l) + 2 ** (2 * M - l - 1) - 1] &
                            gt[l - 1][k * 2 ** (2 * M - l) - 1]);
                        assign pt[l][k * 2 ** (2 * M - l) + 2 ** (2 * M - l - 1) - 1] =
                            pt[l - 1][k * 2 ** (2 * M - l) + 2 ** (2 * M - l - 1) - 1] &
                            pt[l - 1][k * 2 ** (2 * M - l) - 1];
                    end
                    for (i = 2 ** (2 * M - l - 1); i <= 2 ** (2 * M - l) - 1; i = i + 1) begin : g_bits
                        if (k * 2 ** (2 * M - l) + i < N) begin : g_white
                            assign gt[l][k * 2 ** (2 * M - l) + i] = gt[l - 1][k * 2 ** (2 * M - l) + i];
                            assign pt[l][k * 2 ** (2 * M - l) + i] = pt[l - 1][k * 2 ** (2 * M - l) + i];
                        end
                    end
                end
            end
            assign go = gt[2*M-1];
            assign po = pt[2*M-1];
        end
        if (ARCH == 2) begin : g_sk
            localparam integer N = WIDTH;
            localparam integer M = clogb2(WIDTH);
            genvar l, k, i;
            wire [N-1:0] gt[0:M];
            wire [N-1:0] pt[0:M];
            assign gt[0] = gi;
            assign pt[0] = pi;
            for (l = 1; l <= M; l = l + 1) begin : g_levels
                for (k = 0; k <= 2 ** (M - l) - 1; k = k + 1) begin : g_groups
                    for (i = 0; i <= 2 ** (l - 1) - 1; i = i + 1) begin : g_bits
                        if (k * 2 ** l + i < N) begin : g_white
                            assign gt[l][k * 2 ** l + i] = gt[l - 1][k * 2 ** l + i];
                            assign pt[l][k * 2 ** l + i] = pt[l - 1][k * 2 ** l + i];
                        end
                        if (k * 2 ** l + 2 ** (l - 1) + i < N) begin : g_black
                            assign gt[l][k * 2 ** l + 2 ** (l - 1) + i] =
                                gt[l - 1][k * 2 ** l + 2 ** (l - 1) + i] |
                                (pt[l - 1][k * 2 ** l + 2 ** (l - 1) + i] &
                                gt[l - 1][k * 2 ** l + 2 ** (l - 1) - 1]);
                            assign pt[l][k * 2 ** l + 2 ** (l - 1) + i] =
                                pt[l - 1][k * 2 ** l + 2 ** (l - 1) + i] &
                                pt[l - 1][k * 2 ** l + 2 ** (l - 1) - 1];
                        end
                    end
                end
            end
            assign go = gt[M];
            assign po = pt[M];
        end
    endgenerate
endmodule
### /design/flow/run.sh
#!/bin/bash
# OpenROAD 26Q1-2900-gdf79404cd8, Yosys 0.63+post, stock flow scripts
make -C /OpenROAD-flow-scripts/flow DESIGN_CONFIG=/design/flow/config.mk WORK_HOME=/design/flow/orfs finish
### /design/flow/config.mk
export PLATFORM = sky130hd
export DESIGN_NAME = AU_add_cfast
export DESIGN_NICKNAME = AU_add_cfast
export VERILOG_FILES = /design/flow/design.v
export SDC_FILE = /design/flow/constraint.sdc
export NUM_CORES = 4
export LEC_CHECK = 1
export CORE_AREA = 10 10 70 70
export DIE_AREA = 0 0 80 80
### /design/flow/constraint.sdc
current_design AU_add_cfast

set clk_period 3.0
set clk_io_pct 0.2

create_clock -name clk0 -period $clk_period

set non_clock_inputs [all_inputs -no_clocks]
set_input_delay [expr $clk_period * $clk_io_pct] -clock clk0 $non_clock_inputs
set_output_delay [expr $clk_period * $clk_io_pct] -clock clk0 [all_outputs]
==> results_dict.tcl <==
# collected from the flow reports
set metrics [dict create \
    outcome "complete, no violations" \
    syn_area_um2 556 \
    syn_area_per_cell_um2 7.51 \
    drc_errors 0 \
    synth-simple-area-share 0.178 \
    adder_share 0.396 \
    hold_viol 0 \
    hold_path.class "in2out" \
    ant_nets 0 \
    final_common_cell "inv_1" \
    vias_per_cell 3.76 \
    sw_frac_of_total 0.361 \
    dr.pass1.iters 4 \
    rsz0062_at_grt "true" \
    setup_violations 0 \
    grt_pass1_vias 584 \
    seq_area_um2 0 \
    crit_path_max_fanout 4 \
    crit_family "buffers and inverters" \
    track_usage 0.0453 \
    end_kind "output port" \
    routed_wl_um 1430 \
    critical_path_required_ps 2400 \
    slowest_stage "clkdlybuf4s50_1" \
    antenna_cells 0 \
    gp_congestion 0.726 \
    warnings 43 \
    critPathKind "in2out" \
    fmax_mhz 341 \
    critPathLaunchType "input port" \
    yosys_cells 74 \
    port_buffers 26 \
    ys_seq_frac 0 \
    yosysUniqueCellTypes 25 \
    critPathBufInv 4 \
    post_drt_wl_per_cell_um 9.19 \
    syn_to_final_growth_pct 78.6 \
    xor_share 0.0788 \
    peakVddDrop_v 0.0000547 \
    p_leak_uw 0.000500 \
    die_w_um 80 \
    p_per_area_nw_per_um2 156 \
    final_cell_mix "inv_1 (21), clkdlybuf4s50_1 (14), ha_1 (11), buf_4 (10), dlygate4sd2_1 (8)" \
    stdcell_area_um2 992 \
    ys_sh_mux 0 \
    period_used_share 0.976 \
    coreArea_um2 3420 \
    hold_start "b[1]" \
    holdWs_ps 1810 \
    top_area_frac 0.360 \
    vias 587 \
    placementRows 21 \
    top_area_cell "ha_1" \
    num-fill-cells 376 \
    yosys_area_um2 556 \
    dp_hpwl_um 1240 \
    internal-power_uw 98.6 \
    placed_area_um2 903 \
    dieHeight_um 80 \
    hold_depth 5 \
    die_area_um2 6400 \
    cp_data_arrival_time_ps 2330 \
    slowest_delay_ps 480 \
    pwr-share-clk 0 \
    grt_max_degree 7 \
    clkbuf_count 0 \
    grt_overflow 0 \
    power_frac_comb 1.000 \
    drtIter0Drc 14 \
    grt_pass1_wl_um 2490 \
    slew_violations 0 \
    yosysWarnings 0 \
    layout-drive-gt1-share 0.255 \
    synth_cells 74 \
    topCellsByArea "ha_1 (36%), inv_1 (16%), xnor2_1 (6.3%)" \
    top_logic_kind "adder cells" \
    power_uw 154 \
    yosys.area_share.aoi 0.191 \
    slew_headroom 0.867 \
    drv_cap 0 \
    nFlopsAndLatches 0 \
    hold_path_end "s[1]" \
    antenna_found_initial 0 \
    fp-utilization 0.163 \
    path_cells "clkdlybuf4s50_1 -> inv_1 -> ha_2 -> nor3b_2 -> nor3_2 -> buf_4 -> o22ai_2 -> o31ai_1 -> dlygate4sd2_1" \
    ios 26 \
    p_sw_uw 55.8 \
    tightest_slew_ps 200 \
    period_minus_slack_ps 2930 \
    sequentialPowerShare 0 \
]
==> logic make-up (layout without fill, tap and decap cells) <==
| group | Yosys count | in the layout |
|---|---|---|
| and+or+nand+nor | 16 | 16 |
| xor gates and xnor gates | 5 | 5 |
| AOI/OAI and AO/OA | 13 | 13 |
| buffers and inverters | 23 | 59 |
| adders and majority gates | 17 | 17 |
==> cell usage after synthesis <==
cell type,instances
o221a_2,1
o31ai_1,1
nor2_1,4
or4_1,2
o311a_1,1
o211ai_1,2
nand2b_1,1
a21oi_1,3
o22ai_1,2
and3_1,1
nand2_1,1
nor2b_4,1
nor3b_1,2
inv_1,23
nor2b_1,1
nor3_1,1
a31oi_1,1
o21bai_1,1
xor2_1,1
fa_1,1
ha_1,16
or3_1,1
xnor2_1,4
o311a_4,1
or2_0,1
==> how the worst max path moves through the flow <==
stage                 from   end  slack (ps)  cells after the start
after global routing  a[3]    co         -20                      9
after CTS             b[0]  s[1]         -60                     10
final                 a[3]    co          70                      9
==> area by class of cell <==
| cell class | count | area [um2] | area share |
|---|---|---|---|
| inverter | 23 | 86.3 | 0.0870 |
| multi-input combinational | 51 | 526 | 0.530 |
| timing repair buffer | 36 | 323 | 0.325 |
| tap | 46 | 57.6 | 0.0580 |
==> worst min-delay path, cell delays in order <==
cell and delay (ps):
dlygate4sd2_1 250, inv_1 60, ha_1 130, xnor2_1 60
dlymetal6s2s_1 120
==> what timing repair did <==
| action | CTS | global route |
|---|---|---|
| hold buffers | 0 | 0 |
| setup buffers | 5 | 1 |
| pin swaps | 6 | 5 |
| endpoints found under the setup margin | 6 | 5 |
| gates resized | 24 | 7 |
| gates cloned | 0 | 0 |
==> metrics by stage <==
stage	instances	utilization	setup WS, ps	setup TNS, ps
finish	156	0.290	70.6	0
global route	156	0.290	-21.0	-33.2
CTS	155	0.285	-62.1	-62.1
detailed placement	150	0.264	-294	-1180
global placement	150	0.264	-281	-1120
floorplan	74	-	665	0
==> layer usage <==
layer / part of all wire / track usage / routed length (um) / vias to the layer above
met4: 0 / 0 / 0 / 0
met1: 0.43 / 0.0555 / 622 / 258
met2: 0.48 / 0.0803 / 690 / 14
met5: 0 / 0 / 0 / -
li1: - / - / - / 315
met3: 0.084 / 0.0136 / 121 / 0
==> power by group through the flow <==
stage,clock network (uW),registers [uW],logic (uW)
CTS,0,0,154
global route,0,0,175
finish,0,0,154
Power figures rest on the tool's default switching activity, not on a simulated workload.
