### design/flow/config.mk
export PLATFORM = sky130hd
export DESIGN_NAME = AU_addsub_c
export DESIGN_NICKNAME = AU_addsub_c
export VERILOG_FILES = /design/flow/design.v
export SDC_FILE = /design/flow/constraint.sdc
export NUM_CORES = 4
export LEC_CHECK = 1
export CORE_AREA = 10 10 70 70
export DIE_AREA = 0 0 80 80
### design/flow/run.sh
#!/bin/bash
# OpenROAD 26Q1-2900-gdf79404cd8, Yosys 0.63+post, stock flow scripts
make -C /OpenROAD-flow-scripts/flow DESIGN_CONFIG=/design/flow/config.mk WORK_HOME=/design/flow/orfs finish
### design/flow/design.v
module AU_addsub_c #(
    parameter integer WIDTH = 8,   
    parameter integer ARCH  = 0    
) (
    input  [WIDTH-1:0] a,         
    input  [WIDTH-1:0] b,         
    input              ci,        
    input              add_sub,   
    output [WIDTH-1:0] s,         
    output             co         
);
    generate
        wire [WIDTH-1:0] bi;
        wire cii;
        wire [WIDTH-1:0] gi;
        wire [WIDTH-1:0] pi;
        wire [WIDTH-1:0] pt;
        wire [WIDTH-1:0] go;
        assign bi = b ^ {WIDTH{add_sub}};
        assign cii = ci ^ add_sub;
        assign gi[0] = (a[0] & bi[0]) | (a[0] & cii) | (bi[0] & cii);
        assign pi[0] = 1'b0;
        assign pt[0] = a[0] ^ bi[0];
        if (WIDTH >= 2) begin : g_gi_pi_pt
            assign gi[WIDTH - 1 : 1] = a[WIDTH - 1 : 1] & bi[WIDTH - 1 : 1];
            assign pi[WIDTH - 1 : 1] = a[WIDTH - 1 : 1] | bi[WIDTH - 1 : 1];
            assign pt[WIDTH - 1 : 1] = (~gi[WIDTH - 1 : 1]) & pi[WIDTH - 1 : 1];
        end
        if (WIDTH == 1) begin : g_s_1
            assign s = pt ^ cii;
            assign co = gi ^ add_sub;
        end else begin : g_s_2
            AU_prefix_and_or #(
                .WIDTH(WIDTH),
                .ARCH (ARCH)
            ) u_AU_prefix_and_or (
                .gi(gi),
                .pi(pi),
                .go(go),
                .po()
            );
            assign s = pt ^ {go[WIDTH - 2 : 0], cii};
            assign co = go[WIDTH - 1] ^ add_sub;
        end
    endgenerate
endmodule
module AU_prefix_and_or #(
    parameter integer WIDTH = 8,   
    parameter integer ARCH  = 0    
) (
    input  [WIDTH-1:0] gi,   
    input  [WIDTH-1:0] pi,   
    output [WIDTH-1:0] go,   
    output [WIDTH-1:0] po    
);
    function integer clogb2(input integer value);
        begin
            value = value - 1;
            for (clogb2 = 0; value > 0; clogb2 = clogb2 + 1) value = value >> 1;
            if (clogb2 < 1) clogb2 = 1;
        end
    endfunction
    generate
        if (ARCH == 0) begin : g_ser
            genvar i;
            wire [WIDTH-1:0] gt;
            wire [WIDTH-1:0] pt;
            assign gt[0] = gi[0];
            assign pt[0] = pi[0];
            for (i = 1; i <= WIDTH - 1; i = i + 1) begin : g_bits
                assign gt[i] = gi[i] | (pi[i] & gt[i - 1]);
                assign pt[i] = pi[i] & pt[i - 1];
            end
            assign go = gt;
            assign po = pt;
        end
        if (ARCH == 1) begin : g_bk
            localparam integer N = WIDTH;
            localparam integer M = clogb2(WIDTH);
            genvar l, k, i;
            wire [N-1:0] gt[0:2*M-1];
            wire [N-1:0] pt[0:2*M-1];
            assign gt[0] = gi;
            assign pt[0] = pi;
            for (l = 1; l <= M; l = l + 1) begin : g_levels1
                for (k = 0; k <= 2 ** (M - l) - 1; k = k + 1) begin : g_groups
                    for (i = 0; i <= 2 ** l - 2; i = i + 1) begin : g_bits
                        if (k * 2 ** l + i < N) begin : g_white
                            assign gt[l][k * 2 ** l + i] = gt[l - 1][k * 2 ** l + i];
                            assign pt[l][k * 2 ** l + i] = pt[l - 1][k * 2 ** l + i];
                        end
                    end
                    if (k * 2 ** l + 2 ** l - 1 < N) begin : g_black
                        assign gt[l][k * 2 ** l + 2 ** l - 1] =
                            gt[l - 1][k * 2 ** l + 2 ** l - 1] |
                            (pt[l - 1][k * 2 ** l + 2 ** l - 1] &
                            gt[l - 1][k * 2 ** l + 2 ** (l - 1) - 1]);
                        assign pt[l][k * 2 ** l + 2 ** l - 1] =
                            pt[l - 1][k * 2 ** l + 2 ** l - 1] &
                            pt[l - 1][k * 2 ** l + 2 ** (l - 1) - 1];
                    end
                end
            end
            for (l = M + 1; l <= 2 * M - 1; l = l + 1) begin : g_levels2
                for (i = 0; i <= 2 ** (2 * M - l) - 1; i = i + 1) begin : g_bits
                    if (i < N) begin : g_white
                        assign gt[l][i] = gt[l - 1][i];
                        assign pt[l][i] = pt[l - 1][i];
                    end
                end
                for (k = 1; k <= 2 ** (l - M) - 1; k = k + 1) begin : g_groups
                    if (l < 2 * M - 1) begin : g_empty
                        for (i = 0; i <= 2 ** (2 * M - l - 1) - 2; i = i + 1) begin : g_bits
                            if (k * 2 ** (2 * M - l) + i < N) begin : g_white
                                assign gt[l][k * 2 ** (2 * M - l) + i] = gt[l - 1][k * 2 ** (2 * M - l) + i];
                                assign pt[l][k * 2 ** (2 * M - l) + i] = pt[l - 1][k * 2 ** (2 * M - l) + i];
                            end
                        end
                    end
                    if (k * 2 ** (2 * M - l) + 2 ** (2 * M - l - 1) - 1 < N) begin : g_black
                        assign gt[l][k * 2 ** (2 * M - l) + 2 ** (2 * M - l - 1) - 1] =
                            gt[l - 1][k * 2 ** (2 * M - l) + 2 ** (2 * M - l - 1) - 1] |
                            (pt[l - 1][k * 2 ** (2 * M - l) + 2 ** (2 * M - l - 1) - 1] &
                            gt[l - 1][k * 2 ** (2 * M - l) - 1]);
                        assign pt[l][k * 2 ** (2 * M - l) + 2 ** (2 * M - l - 1) - 1] =
                            pt[l - 1][k * 2 ** (2 * M - l) + 2 ** (2 * M - l - 1) - 1] &
                            pt[l - 1][k * 2 ** (2 * M - l) - 1];
                    end
                    for (i = 2 ** (2 * M - l - 1); i <= 2 ** (2 * M - l) - 1; i = i + 1) begin : g_bits
                        if (k * 2 ** (2 * M - l) + i < N) begin : g_white
                            assign gt[l][k * 2 ** (2 * M - l) + i] = gt[l - 1][k * 2 ** (2 * M - l) + i];
                            assign pt[l][k * 2 ** (2 * M - l) + i] = pt[l - 1][k * 2 ** (2 * M - l) + i];
                        end
                    end
                end
            end
            assign go = gt[2*M-1];
            assign po = pt[2*M-1];
        end
        if (ARCH == 2) begin : g_sk
            localparam integer N = WIDTH;
            localparam integer M = clogb2(WIDTH);
            genvar l, k, i;
            wire [N-1:0] gt[0:M];
            wire [N-1:0] pt[0:M];
            assign gt[0] = gi;
            assign pt[0] = pi;
            for (l = 1; l <= M; l = l + 1) begin : g_levels
                for (k = 0; k <= 2 ** (M - l) - 1; k = k + 1) begin : g_groups
                    for (i = 0; i <= 2 ** (l - 1) - 1; i = i + 1) begin : g_bits
                        if (k * 2 ** l + i < N) begin : g_white
                            assign gt[l][k * 2 ** l + i] = gt[l - 1][k * 2 ** l + i];
                            assign pt[l][k * 2 ** l + i] = pt[l - 1][k * 2 ** l + i];
                        end
                        if (k * 2 ** l + 2 ** (l - 1) + i < N) begin : g_black
                            assign gt[l][k * 2 ** l + 2 ** (l - 1) + i] =
                                gt[l - 1][k * 2 ** l + 2 ** (l - 1) + i] |
                                (pt[l - 1][k * 2 ** l + 2 ** (l - 1) + i] &
                                gt[l - 1][k * 2 ** l + 2 ** (l - 1) - 1]);
                            assign pt[l][k * 2 ** l + 2 ** (l - 1) + i] =
                                pt[l - 1][k * 2 ** l + 2 ** (l - 1) + i] &
                                pt[l - 1][k * 2 ** l + 2 ** (l - 1) - 1];
                        end
                    end
                end
            end
            assign go = gt[M];
            assign po = pt[M];
        end
    endgenerate
endmodule
### design/flow/constraint.sdc
current_design AU_addsub_c

set clk_period 5.1
set clk_io_pct 0.2

create_clock -name clk0 -period $clk_period

set non_clock_inputs [all_inputs -no_clocks]
set_input_delay [expr $clk_period * $clk_io_pct] -clock clk0 $non_clock_inputs
set_output_delay [expr $clk_period * $clk_io_pct] -clock clk0 [all_outputs]
==> impl_metrics.csv <==
group,metric,value,unit
outcome,status,"finished, final reports clean",
critical_path,critPathTopFamily,"adder cells",
finish,final_area,658,um^2
critical_path,cpPeakStageDelay,0.40,ns
final_timing,setup_ws,0.125,ns
finish,flop_area,0,um^2
final_timing,finalSetupTns,0,ns
routing,antenna_left,0,
power_and_ir_drop,power.density,131,mW/mm^2
routing,viasPerCell,2.57,
final_timing,maxSlewHeadroom,0.857,
final_timing,slew_violations,0,
power_and_ir_drop,p_leak,0.280,nW
final_timing,hold_violations,0,
clock_tree,cts_hold_buf,0,
finish,final_util,0.193,
placement,portBuffers,27,
logic_synthesis,ys_seq_frac,0,
power_and_ir_drop,irDropWorstVdd,0.0000418,V
critical_path,critical_path_buf_inv_count,6,
logic_synthesis,topCellsByArea,"fa_1 53%, xor2_1 17%, inv_1 15%",
job,openroad.warnings,33,
critical_path,cpMostUsedCell,"fa_2",
floorplan,fp-row-count,21,
floorplan,io_pins,27,
logic_synthesis,yosys.area_share.aoi,0,
global_route,grt_max_degree,8,
global_route,grt_pass1_wl,1.52,mm
finish,num-fill-cells,383,
logic_synthesis,xor_share,0.288,
finish,combGateArea,283,um^2
logic_synthesis,synth_top_cell_by_count,"inv_1",
logic_synthesis,syn_area,304,um^2
critical_path,start_kind,"primary input",
routing,drtIter0Drc,1,
critical_path,cp_max_fo,1,
placement,placedInstanceArea,636,um^2
placement,gp_congestion,0.810,
global_route,grtUsageMet1,0.0503,
routing,drt_pre_antenna_iters,2,
min_path,hold_path_depth,5,
floorplan,fp.coreArea,0.00342,mm^2
critical_path,slowest_stage,"fa_2",
logic_synthesis,yosysCellCount,31,
final_timing,min_period,4.97,ns
global_route,grt_util_all_layers,0.0301,
logic_synthesis,simple_gate_area_frac,0,
routing,n_antenna_cell,0,
logic_synthesis,common_cells,"12 x inv_1, 8 x fa_1, 6 x xor2_1",
routing,drc,0,
logic_synthesis,fa_ha_area_frac,0.527,
routing,vias,270,
job,cap_violations,0,
routing,wl_per_cell,8.94,um
global_route,grt_overflow,0,
global_route,antenna_found_initial,0,
logic_synthesis,ys_area,304,um^2
final_timing,post-route-period-util,0.975,
floorplan,die-area,0.00640,mm^2
floorplan,die_w,80,um
final_timing,setup_viol,0,
placement,dp_slack,-0.834,ns
min_path,min_from,"add_sub",
power_and_ir_drop,fin_total_pwr,0.0861,mW
logic_synthesis,synth_top_area_share,0.527,
logic_synthesis,yosysWarnings,0,
global_route,grt_use_met3,0.0239,
finish,drive_above_1_share,0.356,
logic_synthesis,logic_family,"adder cells",
critical_path,worstSetupPathType,"primary input to output port",
finish,syn_to_final_growth,116,%
global_route,first_global_vias,299,
floorplan,initCoreUtil,0.0890,
finish,seq_cell_count,0,
critical_path,crit_arrival,3.95,ns
logic_synthesis,top_area_cell,"fa_1",
logic_synthesis,synth.distinct_cells,5,
floorplan,die_h,80,um
logic_synthesis,avgSynthCellArea,9.81,um^2
logic_synthesis,synth.mux.area_fraction,0,
routing,finalWirelength,939,um
global_route,top_usage_layer,"met1",
finish,clkbuf_count,0,
logic_synthesis,syn_inst,31,
critical_path,worst_setup_path_end_kind,"output port",
final_timing,rsz0062_at_grt,"no",
critical_path,crit_required,4.08,ns
global_route,use_met2,0.0273,
critical_path,path_cells,"buf_2 -> xor2_1 -> fa_2 -> fa_2 -> inv_2 -> fa_2 -> fa_2 -> fa_2 -> inv_2 -> fa_2 -> inv_2 -> fa_2 -> inv_2 -> fa_2 -> buf_2",
placement,hpwl,924,um
final_timing,fmax,201,MHz
min_path,min_to,"co",
min_path,hp-class,"primary input to output port",
final_timing,tightest_slew,0.213,ns
per-stage QoR:
stage | cells | hold slack, ns
after floorplan | 31 | 2.15
after CTS | 105 | 2.61
after global placement | 105 | 3.11
final | 105 | 2.59
after detailed placement | 105 | 3.12
after global routing | 105 | 2.65
tightest hold or removal path, cell delays in order:
cell    delay, ns
buf_6        0.09
buf_4        0.11
buf_4        0.17
xor2_1       0.07
buf_2        0.11
routing by layer:
metal	vias up	share of wire
li1	134	-
met1	109	0.55
met2	27	0.21
met3	0	0.24
met4	0	0
met5	-	0
worst max-delay path by stage:
stage	from	endpoint	slack, ns	cells after the start
after global routing	ci	s[7]	0.009	15
after CTS	b[0]	s[7]	-0.17	15
final	ci	s[7]	0.13	15
cell usage in the layout (no fill, tap or decap):
cell type and count:
dlygate4sd2_1 2, clkdlybuf4s15_1 1, xor2_1 4, clkdlybuf4s50_1 18
xnor2_1 4, buf_4 2, buf_6 2, dlymetal6s2s_1 1
inv_2 4, fa_2 8, inv_1 8, buf_2 3
xor2_2 2
power breakdown:
part	switching [mW]	leakage [nW]	total [mW]	internal (mW)
Clock	0	0	0	0
Sequential	0	0	0	0
Combinational	0.0289	0.280	0.0861	0.0572
Total	0.0289	0.280	0.0861	0.0572
timing repair:
item                                    CTS  global route
setup buffers                             0             0
cloned                                    0             0
resized                                  39             1
endpoints found under the setup margin    4             3
pin swaps                                12             7
cell type report:
| type | count | share of cell area |
|---|---|---|
| timing repair buffer | 29 | 0.414 |
| tap | 46 | 0.0875 |
| inverter | 12 | 0.0684 |
| multi-input combinational | 18 | 0.430 |
kinds of logic after synthesis:
logic type | after synthesis
XOR/XNOR | 10
adder cells (fa/ha/maj) | 8
buffers and inverters | 13
Power and IR drop assume default switching activity.
